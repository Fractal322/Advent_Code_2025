$ cat flow/run.sh
#!/bin/bash
# OpenROAD 26Q1-2900-gdf79404cd8, Yosys 0.63+post, stock flow scripts
make -C /OpenROAD-flow-scripts/flow DESIGN_CONFIG=/design/flow/config.mk WORK_HOME=/design/flow/orfs finish
$ cat flow/config.mk
export PLATFORM = sky130hd
export DESIGN_NAME = puzzle1_1
export DESIGN_NICKNAME = puzzle1_1
export VERILOG_FILES = /design/flow/design.v
export SDC_FILE = /design/flow/constraint.sdc
export NUM_CORES = 4
export LEC_CHECK = 1
export CORE_UTILIZATION = 30
export SYNTH_HDL_FRONTEND = slang
$ cat flow/constraint.sdc
current_design puzzle1_1

set clk_period 7.4
set clk_io_pct 0.2

create_clock -name clk0 -period $clk_period [get_ports {clk}]

set non_clock_inputs [all_inputs -no_clocks]
set_input_delay [expr $clk_period * $clk_io_pct] -clock clk0 $non_clock_inputs
set_output_delay [expr $clk_period * $clk_io_pct] -clock clk0 [all_outputs]
$ cat flow/design.v
module puzzle1_1(
    input clk,
    input reset,
    input [16:0] data_in,
    output logic [10:0] password_reg
);
logic [6:0] direction;
logic [9:0] shift;
logic [9:0] shift_reg;
logic [7:0] position;
logic [7:0] position_tmp;
logic [10:0] password;
logic [6:0] position_reg;
logic [6:0] tmp;
logic [19:0] tmp_calc;
always_ff @(posedge clk or posedge reset) begin
    if (reset) begin
        shift_reg <= 10'b0;
        direction <= 8'b0;
        password_reg <= 8'b0;
        position_reg <= 50;
    end else begin
        direction <= data_in[16:10];
        shift_reg <= data_in[9:0];
        position_reg <= position;
        password_reg <= password;
    end
end 
always_comb begin
    position = position_reg;
    password = password_reg;
    if (shift_reg > 99) begin
        tmp_calc = shift_reg * 656;
        shift = shift_reg - (100 * (tmp_calc >> 16));
        tmp = shift;
    end
    else tmp = shift_reg;
    if (direction == 82) begin  
        position_tmp = position + tmp;
        if (position_tmp > 99) begin
            position = position_tmp - 100;
        end else begin
            position = position + tmp;
        end
        password = (position == 0) ? (password + 1) : password;
    end
    else if (direction == 76) begin  
        if (position < tmp) begin
            position_tmp = 100 + position;
            position = position_tmp - tmp;
        end else begin
            position = position - tmp;
        end
         password = (position == 0) ? (password + 1) : password;
    end
end
endmodule
==> reports/qor.yml <==
outcome:
  outcome: "completed"
die:
  rows: 39
  core_area_um2: 11700
  die_w_um: 112
  fp.dieH_um: 112
  fp_util: 0.314
  io_pins: 30
  chipArea_um2: 12600
placement:
  dpl.hpwl_um: 6180
  place_congestion: 0.902
  port_buffers: 29
final_timing:
  worst_slew_pin_slew_ns: 0.661
  fin_crit_ns: 6.92
  rsz0062_at_grt: "no"
  hold_viol_final: 0
  slew_headroom: 0.556
  tns_ns: 0
  fin_skew_ns: 0.00180
  hold_ws_ns: 0.471
  setup_viol: 0
  fin_crit_sh: 0.935
  drv_slew: 0
  clock.fmax_mhz: 145
global_routing:
  grt_pass1_wl_um: 13300
  antenna_found_initial: 0
  grt_max_degree: 36
  grt_usage: 0.132
  grt_pass1_vias: 2779
  grt_overflow: 0
route:
  diodes: 0
  routed_wl_um: 7740
  avgViaCountPerCell: 5.04
  drtPass1Iterations: 6
  drcViolationCount: 0
  drtIter0Drc: 148
  vias: 2812
  postRouteAntennaNets: 0
  wl_per_cell_um: 13.9
synth:
  ys_area_um2: 3660
  synth_cells: 373
  yosys_warnings: 0
  top_logic_kind: "adder cells"
  ys_seq_frac: 0.240
  synthArstFlopShare: 1.00
  synthAoiAreaFrac: 0.168
  synth-edff-count: 0
  synthTopCellsByArea: "dfrtp_1, ha_1, fa_1"
  ys_types: 74
  yosys_cells: 373
  top_area_cell: "dfrtp_1"
  synthDominantCellAreaShare: 0.219
  fa_ha_area_frac: 0.276
  numSynthFlops: 35
  synth_area_per_cell_um2: 9.81
  netlist_area_um2: 3660
  ys_sh_simple: 0.161
  postSynth.topFlopCell: "dfrtp_1"
  synth_xor_xnor_area_share: 0.0810
  mux_share: 0.0260
clock_network:
  insertion_delay_ns: 0.27
  root_buffer: "clkbuf_16"
  clk_pin_slew_worst_paths_ns: 0.05
  htree_levels: 2
  hold_buffers: 0
  cts_sinks: 35
  clk_path_buf_depth: 2
  tritoncts: "done"
  cts_buffers: 5
critical_path:
  cp_data_arrival_time_ns: 7.12
  required_ns: 7.60
  crit_path_start_kind: "flip-flop"
  slowest_stage: "fa_1"
  critPathMaxFanout: 8
  cp-end-kind: "flip-flop"
  max_stage_delay_ns: 0.46
  cpMostUsedCell: "ha_1"
  worstSetupPathType: "reg2reg"
cells_and_area:
  final_util: 0.374
  area_growth_pct: 19.3
  num-fill-cells: 1102
  layout-drive-gt1-share: 0.130
  largest_reg_flops: 11
run:
  warnings: 39
  max_cap_violations: 0
worst_hold_path:
  holdCritPathClass: "reg2reg"
[cell usage after synthesis, types with 4 or more instances]
library cell and instances:
ha_1 63, inv_1 36, dfrtp_1 32, nor2_1 26, nand2_1 20, xnor2_1 19, a21oi_1 16, xor2_1 13
fa_1 11, nor3_1 9, o21ai_0 8, a211oi_1 6, nand4_1 6, a211o_1 5, mux2i_1 5, nor3_2 5
nand3_1 4, nand3b_1 4, o21a_1 4
[per-stage QoR]
step | instance area (um2) | cells | setup WS [ns]
3_5_place_dp | 4140 | 547 | -0.0202
4_1_cts | 4300 | 555 | 0.0272
5_1_grt | 4370 | 558 | 0.0479
6_report | 4370 | 558 | 0.481
2_1_floorplan | 3660 | 373 | 0.826
3_3_place_gp | 4140 | 547 | 0.137
[layout by cell type (no fill, tap or decap), types with 3 or more instances in the layout]
cell type | synthesis | layout
a211o_1 | 5 | 5
ha_1 | 63 | 62
nor3_1 | 9 | 9
nand4_1 | 6 | 6
inv_1 | 36 | 36
buf_4 | 1 | 9
dfstp_2 | 3 | 3
xor2_1 | 13 | 13
nand2_1 | 20 | 20
and4_1 | 3 | 3
a211oi_1 | 6 | 6
nand3b_1 | 4 | 4
clkdlybuf4s50_1 | 0 | 29
nand3_1 | 4 | 4
dfrtp_1 | 32 | 31
fa_1 | 11 | 11
nor2b_1 | 3 | 3
o21ai_0 | 8 | 7
mux2i_1 | 5 | 5
o221ai_1 | 3 | 3
a21o_1 | 3 | 3
a21oi_1 | 16 | 14
nor3_2 | 5 | 5
nand2b_1 | 3 | 3
nor2_1 | 26 | 26
o21a_1 | 4 | 4
or2_1 | 3 | 3
mux2_2 | 3 | 3
clkbuf_16 | 0 | 5
xnor2_1 | 19 | 19
[routing by layer]
metal	track usage	up-vias	routed length, um
met5	0	-	0
met4	0.00889	0	53
met3	0.0193	6	251
met2	0.203	38	3510
met1	0.209	1346	3920
li1	-	1422	-
[layout make-up]
class,count,area [um2],share of cell area
timing repair buffer,38,358,0.0820
inverter,37,139,0.0318
clock inverter,1,5.00,0.00115
tap,143,179,0.0410
sequential,35,881,0.202
multi-input combinational,297,2660,0.610
clock buffer,7,143,0.0327
[critical path, delay by kind of cell, from the launching register on]
family                   cells  cell delay [ns]
AND-OR/OR-AND               13             2.68
adder cells (fa/ha/maj)      7             2.26
XOR/XNOR                     6             0.86
flip-flops                   1             0.45
AND/OR/NAND/NOR              3             0.41
buffers and inverters        2             0.19
[kinds of logic after synthesis]
group / Yosys count
flip-flops: 35
XOR/XNOR: 33
AND/OR/NAND/NOR: 104
AND-OR/OR-AND: 76
adder cells (fa/ha/maj): 74
buffers and inverters: 42
multiplexers: 9
[path summary, 6_finish.rpt]
check | start | to | slack [ns] | depth (start not counted)
hold reg to reg | password_reg[10]$_DFFE_PP0P_ | password_reg[10]$_DFFE_PP0P_ | 0.47 | 1
min in group asynchronous | reset | shift_reg[1]$_DFF_PP0_ | 1.61 | 3
setup / recovery | shift_reg[4]$_DFF_PP0_ | password_reg[7]$_DFFE_PP0P_ | 0.48 | 31
hold / removal | password_reg[10]$_DFFE_PP0P_ | password_reg[10]$_DFFE_PP0P_ | 0.47 | 1
setup reg to reg | shift_reg[4]$_DFF_PP0_ | password_reg[7]$_DFFE_PP0P_ | 0.48 | 31
max in group asynchronous | reset | position_reg[5]$_DFFE_PP1P_ | 5.46 | 3
[what timing repair did]
action / in CTS / in global routing
setup buffers: 0 / 2
pin swaps: 0 / 6
cloned: 0 / 1
gates resized: 1 / 9
endpoints found under the setup margin: 2 / 11
