### flow/run.sh
#!/bin/bash
# OpenROAD 26Q1-2900-gdf79404cd8, Yosys 0.63+post, stock flow scripts
make -C /OpenROAD-flow-scripts/flow DESIGN_CONFIG=/design/flow/config.mk WORK_HOME=/design/flow/orfs finish
### flow/config.mk
export PLATFORM = sky130hd
export DESIGN_NAME = puzzle1_2
export DESIGN_NICKNAME = puzzle1_2
export VERILOG_FILES = /design/flow/design.v
export SDC_FILE = /design/flow/constraint.sdc
export NUM_CORES = 4
export LEC_CHECK = 1
export CORE_UTILIZATION = 40
export SYNTH_HDL_FRONTEND = slang
### flow/constraint.sdc
current_design puzzle1_2

set clk_period 25.0
set clk_io_pct 0.2

create_clock -name clk0 -period $clk_period [get_ports {clk}]

set non_clock_inputs [all_inputs -no_clocks]
set_input_delay [expr $clk_period * $clk_io_pct] -clock clk0 $non_clock_inputs
set_output_delay [expr $clk_period * $clk_io_pct] -clock clk0 [all_outputs]
### flow/design.v
module puzzle1_2(
    input clk,
    input reset,
    input [16:0] data_in,
    input wr_en,
    output logic [31:0] password_reg
);
logic [6:0] direction;
logic [9:0] shift;
logic [9:0] shift_reg;
logic [7:0] position;
logic [7:0] position_tmp;
logic [31:0] password;
logic [6:0] position_reg;
logic [6:0] tmp;
logic [19:0] tmp_calc;
logic [6:0] start_position;
logic [9:0] rotations;
always_ff @(posedge clk or posedge reset) begin
    if (reset) begin
        shift_reg <= 10'b0;
        direction <= 8'b0;
        password_reg <= 8'b0;
        position_reg <= 50;
    end else begin
        direction <= data_in[16:10];
        shift_reg <= data_in[9:0];
        position_reg <= position;
        password_reg <= password;
    end
end 
always_comb begin
        position = position_reg;
        password = password_reg;
        start_position = position_reg;
        rotations = 0;
        tmp_calc = 0;
    if (wr_en) begin
        if (shift_reg > 99) begin
            tmp_calc = shift_reg * 656;
            rotations = tmp_calc >> 16;
            shift = shift_reg - (100 * (tmp_calc >> 16));
            tmp = shift;
        end
        else tmp = shift_reg;  
        if (direction == 82) begin  
            position_tmp = position + tmp;
            if (position_tmp > 99) begin
                position = position_tmp - 100;
                if ((position != 0) && (start_position != 0)) password = password + 1;
            end else begin
                position = position + tmp;
            end
            password  = (position == 0) ? (password + 1) : password;
        end
        else if (direction == 76) begin  
            if (position < tmp) begin
                position_tmp = 100 + position;
                position = position_tmp - tmp;
                if ((position != 0) && (start_position != 0)) password = password + 1;
            end else begin
                position = position - tmp;
            end
            password = ((position == 0) && (tmp != 0)) ? (password + 1) : password;
        end
        password = password + rotations;
    end
end
endmodule
==> results.toml <==
# implementation run metrics
[run_status]
status = "completed"

[cts]
clk_transition_reported_paths_ns = 0.09
worstSkewPairLatency_ns = 0.31
cts.sinks = 56
cts_tree = "done"
cts_buffers = 5
post_cts_resized = 0
clockRootBuffer = "clkbuf_16"
post_cts_buffers = 0
clk_path_buf_depth = 2
hold_buffers = 0
cts_htree_levels = 2

[floorplanning]
coreArea_sq_mm = 0.0244
rows = 57
die_h_microns = 160
ios = 52
die_width_microns = 160
core_util_floorplan_pct = 40.9
chipArea_sq_mm = 0.0256

[routing]
post-route-drc-count = 0
wl_per_cell_microns = 21.6
routed-via-count = 10400
firstDrtPassIters = 7
drtIter0Drc = 992
via_per_inst = 6.29
wirelength_microns = 35700
ant_nets = 0

[cells_and_area]
area_delta_synth_final_pct = 9.04
drive_gt1_share_pct = 8.37
flop_area_sq_mm = 0.00141
lay_top_count = "nor2_1"
design_area_sq_mm = 0.0109
mostFrequentLayoutCells = "nor2_1, nand2_1, a21oi_1"
logic_area_sq_mm = 0.00800
n_fill_cell = 2499
largest_reg_flops = 32

[synthesis]
edf_count = 0
ys_warn_count = 0
synthDistinctLibCells = 105
synth_area_per_cell_sq_um = 7.50
async_flop_share_pct = 100
ys_cells = 1331
synth_area_sq_mm = 0.00998
fa_ha_area_share_pct = 11.2
synth_seq_share_pct = 14.1
top_logic_kind = "simple AND/OR/NAND/NOR gates"
yosysChipArea_sq_mm = 0.00998
simple_gate_share_pct = 30.8
ys.flop_type = "dfrtp_1"
mux_share_pct = 2.23
aoi_share_pct = 26.3
ys_ff = 56
synth_cells = 1331
synth_xor_xnor_area_share_pct = 9.65

[timing]
setup_tns_ns = 0
finalCritPeriodShare_pct = 47.0
slew_viol_final = 0
finalHoldViolCount = 0
setup_violations = 0
final.setup.worst_slack_ns = 13.25
period_minus_slack_ns = 11.75
whs_ns = 0.553
worst_slew_pin_slew_ns = 0.909
rsz0062_at_grt = "no"
slew_headroom_pct = 38.8
clock.fmax_mhz = 85.1
final.setup_skew_ns = 0.00876

[worst_setup_path]
cp_common_cell = "ha_1"
crit_slowest_cell = "a2111oi_2"
reg2reg_to = "password_reg[30]"
critPathLaunchType = "register"
worst_ep_required_time_ns = 25.19
path_max_fanout = 14
criticalPathCategory = "register to register"
r2r-start = "shift_reg[5]"
cpPeakStageDelay_ns = 0.71
cp-end-kind = "register"
worstPathArrival_ns = 11.94
r2r_slack_ns = 13.25
reg2reg_depth = 36

[global_route]
grt_pass1_vias = 9711
grt_overflow_total = 0
antenna_found_initial = 1
grt_pass1_wl_microns = 56800
track_usage_pct = 28.9
grt_max_degree = 61

[flow_run]
log.warning_count = 40
drv_cap = 0

[placement]
dp_hpwl_microns = 25900
port_buffers = 51
place_area_sq_mm = 0.0107
pre_cts_ws_ns = 13.36
gp_congestion = 0.975

[worst_hold_path]
holdPathEnd = "position_reg[4]"
hold_start = "position_reg[4]"
worstHoldPathCells = 2
min-delay-path-class = "register to register"

[power_and_ir_drop]
p_leak_nw = 4.12
ir_worst_vdd_mv = 0.0937
p_per_area_mw_per_mm2 = 148
p_total_mw = 1.61
[final cells by class]
class | count | area share [%]
clock buffers | 5 | 1.15
well taps | 324 | 3.73
flip-flops and latches | 56 | 12.9
repair buffers | 81 | 6.71
diodes | 1 | 0.0230
inverters | 49 | 1.69
clock inverters | 3 | 0.230
multi-input cells | 1132 | 73.6
[through the flow]
stage | utilization (%) | cells
floorplan | - | 1331
global placement | 44.0 | 1642
detailed placement | 44.0 | 1642
CTS | 44.6 | 1650
global route | 44.6 | 1651
finish | 44.6 | 1651
[cell families (layout without fill, tap and decap cells)]
kind of cell,Yosys count,after routing
DFF,56,56
muxes,21,21
and+or+nand+nor,571,571
AOI/OAI and AO/OA,352,352
buffers and inverters,143,138
other,0,1
xor gates and xnor gates,106,106
adders and majority gates,82,82
[worst max-delay path by stage]
stage           startpoint                to  slack (ns)  depth (start not counted)
finish        shift_reg[5]  password_reg[30]       13.25                         36
global route  shift_reg[5]  password_reg[30]       12.43                         45
CTS           shift_reg[1]  password_reg[30]       13.34                         46
[synthesized netlist by cell type (19+ instances only)]
master      n  area (sq um)
nor2_1    136           510
nand2_1   115           432
a21oi_1    76           380
ha_1       70           876
xnor2_1    69           604
clkbuf_1   66           248
o21ai_0    54           270
dfrtp_1    53          1330
nor3_1     48           240
inv_1      47           176
nand3_1    47           235
nor4_1     37           231
xor2_1     34           298
nand4_1    25           156
and3_1     21           131
and2_1     20           125
buf_2      19          95.1
[routing by layer]
metal	vias to the layer above	wire [microns]	GRT usage, %
li1	4976	-	-
met1	4896	16600	45.1
met2	462	15200	42.4
met3	57	3100	4.84
met4	0	816	5.45
met5	-	0	0
[worst max-delay path, delay by kind of cell (launching register included)]
| kind | cells | cell delay (ns) |
|---|---|---|
| flops | 1 | 0.56 |
| xor+xnor | 1 | 0.18 |
| compound gates | 8 | 2.66 |
| mux | 1 | 0.32 |
| buf+inv | 2 | 0.68 |
| simple gates | 15 | 3.94 |
| fa+ha+maj | 9 | 3.27 |
[power breakdown]
group / switching (mW) / internal (mW) / leakage, nW
combinational: 0.882 / 0.475 / 3.43
clock: 0.0396 / 0.0383 / 0.0761
sequential: 0.0676 / 0.113 / 0.619
Power is estimated from default activity; no workload was simulated.
